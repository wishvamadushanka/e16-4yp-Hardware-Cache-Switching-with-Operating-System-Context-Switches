==> design.v <==
module hex2_char(hex, char);
 input [3:0] hex;
 output reg[9:0] char;
 always @(hex)
  begin
  case(hex)
	4'h0: char <= 9'h130;
	4'h1: char <= 9'h131;
	4'h2: char <= 9'h132;
	4'h3: char <= 9'h133;
	4'h4: char <= 9'h134;
	4'h5: char <= 9'h135;
	4'h6: char <= 9'h136;
	4'h7: char <= 9'h137;
	4'h8: char <= 9'h138;
	4'h9: char <= 9'h139;
	4'ha: char <= 9'h141;
	4'hb: char <= 9'h142;
	4'hc: char <= 9'h143;
	4'hd: char <= 9'h144;
	4'he: char <= 9'h145;
	4'hf: char <= 9'h146;
	endcase
 end
endmodule
module lcd_controller (	
input [7:0] iDATA,
input iRS,
input iStart,
output reg oDone,
input iCLK,iRST_N,
output [7:0] LCD_DATA,
output LCD_RW,
output reg LCD_EN,
output LCD_RS	);
parameter	CLK_Divide	=	16;
reg		[4:0]	Cont;
reg		[1:0]	ST;
reg		preStart,mStart;
assign	LCD_DATA	=	iDATA; 
assign	LCD_RW		=	1'b0;
assign	LCD_RS		=	iRS;
always@(posedge iCLK or negedge iRST_N)
begin
	if(!iRST_N)
	begin
		oDone	<=	1'b0;
		LCD_EN	<=	1'b0;
		preStart<=	1'b0;
		mStart	<=	1'b0;
		Cont	<=	0;
		ST		<=	0;
	end
	else
	begin
		preStart<=	iStart;
		if({preStart,iStart}==2'b01)
		begin
			mStart	<=	1'b1;
			oDone	<=	1'b0;
		end
		if(mStart)
		begin
			case(ST)
			0:	ST	<=	1;	 
			1:	begin
					LCD_EN	<=	1'b1;
					ST		<=	2;
				end
			2:	begin					
					if(Cont<CLK_Divide)
					Cont	<=	Cont + 1'b1;
					else
					ST		<=	3;
				end
			3:	begin
					LCD_EN	<=	1'b0;
					mStart	<=	1'b0;
					oDone	<=	1'b1;
					Cont	<=	0;
					ST		<=	0;
				end
			endcase
		end
	end
end
endmodule
module	lcd_display(
  input iCLK,iRST_N,
  input [47:0]debug_data,
  output [7:0] 	LCD_DATA,
  output LCD_RW,LCD_EN,LCD_RS	
);
reg	[5:0]	LUT_INDEX;
reg	[8:0]	LUT_DATA;
reg	[5:0]	mLCD_ST;
reg	[17:0]	mDLY;
reg		mLCD_Start;
reg	[7:0]	mLCD_DATA;
reg		mLCD_RS;
wire		mLCD_Done;
wire[3:0] hex1;
wire[3:0] hex2;
wire[3:0] hex3;
wire[3:0] hex4;
wire[3:0] hex5;
wire[3:0] hex6;
wire[3:0] hex7;
wire[3:0] hex8;
wire[3:0] hex9;
wire[3:0] hex10;
wire[3:0] hex11;
wire[3:0] hex12;
wire[9:0] char1;
wire[9:0] char2;
wire[9:0] char3;
wire[9:0] char4;
wire[9:0] char5;
wire[9:0] char6;
wire[9:0] char7;
wire[9:0] char8;
wire[9:0] char9;
wire[9:0] char10;
wire[9:0] char11;
wire[9:0] char12;
reg 	[31:0] counter;
reg			 status;
parameter	LCD_INTIAL	=	0;
parameter	LCD_LINE1	=	5;
parameter	LCD_CH_LINE	=	LCD_LINE1+16;
parameter	LCD_LINE2	=	LCD_LINE1+16+1;
parameter	LUT_SIZE	=	LCD_LINE1+32+1;
always@(posedge iCLK or negedge iRST_N)
begin
	if(!iRST_N)
	begin
		LUT_INDEX	<=	0;
		mLCD_ST		<=	0;
		mDLY		<=	0;
		mLCD_Start	<=	0;
		mLCD_DATA	<=	0;
		mLCD_RS		<=	0;
	end
	else
	begin
		if(LUT_INDEX<LUT_SIZE)
		begin
			case(mLCD_ST)
			0:	begin
					mLCD_DATA	<=	LUT_DATA[7:0];
					mLCD_RS		<=	LUT_DATA[8];
					mLCD_Start	<=	1;
					mLCD_ST		<=	1;
				end
			1:	begin
					if(mLCD_Done)
					begin
						mLCD_Start	<=	0;
						mLCD_ST		<=	2;					
					end
				end
			2:	begin
					if(mDLY<18'h0A350)
					mDLY	<=	mDLY + 1'b1;
					else
					begin
						mDLY	<=	0;
						mLCD_ST	<=	3;
					end
				end
			3:	begin
					LUT_INDEX	<=	LUT_INDEX + 1'b1;
					mLCD_ST	<=	0;
				end
			endcase
		end
	end
end
hex2_char hex1c(hex1, char1);
hex2_char hex2c(hex2, char2);
hex2_char hex3c(hex3, char3);
hex2_char hex4c(hex4, char4);
hex2_char hex5c(hex5, char5);
hex2_char hex6c(hex6, char6);
hex2_char hex7c(hex7, char7);
hex2_char hex8c(hex8, char8);
hex2_char hex9c(hex9, char9);
hex2_char hex10c(hex10, char10);
hex2_char hex11c(hex11, char11);
hex2_char hex12c(hex12, char12);
assign hex1 = debug_data[3:0];
assign hex2 = debug_data[7:4];
assign hex3 = debug_data[11:8];
assign hex4 = debug_data[15:12];
assign hex5 = debug_data[19:16];
assign hex6 = debug_data[23:20];
assign hex7 = debug_data[27:24];
assign hex8 = debug_data[31:28];
assign hex9 = debug_data[35:32];
assign hex10 = debug_data[39:36];
assign hex11 = debug_data[43:40];
assign hex12 = debug_data[47:44];
always@(posedge iCLK)
begin
	case(LUT_INDEX)
	LCD_INTIAL+0:	LUT_DATA	<=	9'h038;
	LCD_INTIAL+1:	LUT_DATA	<=	9'h00C;
	LCD_INTIAL+2:	LUT_DATA	<=	9'h001;
	LCD_INTIAL+3:	LUT_DATA	<=	9'h006;
	LCD_INTIAL+4:	LUT_DATA	<=	9'h080;
	LCD_LINE1+1:	LUT_DATA	<=	char8;
	LCD_LINE1+2:	LUT_DATA	<=	char7;  
	LCD_LINE1+3:	LUT_DATA	<=	char6;
	LCD_LINE1+4:	LUT_DATA	<=	char5;
	LCD_LINE1+5:	LUT_DATA	<=	char4;
	LCD_LINE1+6:	LUT_DATA	<=	char3;
	LCD_LINE1+7:	LUT_DATA	<=	char2;
	LCD_LINE1+8:	LUT_DATA	<=	char1;
	LCD_LINE1+10:	LUT_DATA	<=	9'h1ff;	 
	LCD_LINE1+11:	LUT_DATA	<=	9'h17e;   
	LCD_LINE1+12:	LUT_DATA	<=	char6;
	LCD_LINE1+13:	LUT_DATA	<=	char5;
	LCD_LINE1+14:	LUT_DATA	<=	9'h1ff;
	LCD_LINE1+15:	LUT_DATA	<=	9'h1ff;
	LCD_CH_LINE:	LUT_DATA	<=	9'h0C0;
	LCD_LINE2+0:	LUT_DATA	<=	9'h133;	 
	LCD_LINE2+1:	LUT_DATA	<=	9'h17e;   
	LCD_LINE2+2:	LUT_DATA	<=	char8;
	LCD_LINE2+3:	LUT_DATA	<=	char7;
	LCD_LINE2+4:	LUT_DATA	<=	9'h1ff;	 
	LCD_LINE2+5:	LUT_DATA	<=	9'h134;   
	LCD_LINE2+6:	LUT_DATA	<=	9'h17e;   
	LCD_LINE2+7:	LUT_DATA	<=	char10;
	LCD_LINE2+8:	LUT_DATA	<=	char9;
	LCD_LINE2+9:	LUT_DATA	<=	9'h1ff;	 
	LCD_LINE2+10:	LUT_DATA	<=	9'h135;   
	LCD_LINE2+11:	LUT_DATA	<=	9'h17e;   
	LCD_LINE2+12:	LUT_DATA	<=	char12;
	LCD_LINE2+13:	LUT_DATA	<=	char11;
	LCD_LINE2+14:	LUT_DATA	<=	9'h1ff;
	LCD_LINE2+15:	LUT_DATA	<=	9'h1ff;
	default:		LUT_DATA	<=	9'dx ;
	endcase
end
always@(posedge iCLK)
begin
	if (counter == 2**31)
	begin
		counter = 0;
		status = ~status;
	end
	else
	begin
		counter = counter + 1;
	end
end
lcd_controller u0(
.iDATA(mLCD_DATA),
.iRS(mLCD_RS),
.iStart(mLCD_Start),
.oDone(mLCD_Done),
.iCLK(iCLK),
.iRST_N(iRST_N),
.LCD_DATA(LCD_DATA),
.LCD_RW(LCD_RW),
.LCD_EN(LCD_EN),
.LCD_RS(LCD_RS)    );
endmodule
==> run.sh <==
#!/bin/bash
# OpenROAD 26Q1-2900-gdf79404cd8, Yosys 0.63+post, stock flow scripts
make -C /OpenROAD-flow-scripts/flow DESIGN_CONFIG=/design/flow/config.mk WORK_HOME=/design/flow/orfs finish
==> config.mk <==
export PLATFORM = sky130hd
export DESIGN_NAME = lcd_display
export DESIGN_NICKNAME = lcd_display
export VERILOG_FILES = /design/flow/design.v
export SDC_FILE = /design/flow/constraint.sdc
export NUM_CORES = 4
export LEC_CHECK = 1
export CORE_UTILIZATION = 50
==> constraint.sdc <==
current_design lcd_display

set clk_period 3.1
set clk_io_pct 0.2

create_clock -name clk0 -period $clk_period [get_ports {iCLK}]

set non_clock_inputs [all_inputs -no_clocks]
set_input_delay [expr $clk_period * $clk_io_pct] -clock clk0 $non_clock_inputs
set_output_delay [expr $clk_period * $clk_io_pct] -clock clk0 [all_outputs]
==> out/metrics.cfg <==
[synth]
synth_cell_types=67
edf_count=0
synth.most_common_cell=nand2_1
ys_area_um2=4617
ys_seq_elements=58
yosysTopAreaCellShare=0.2602
ys_cells=559
synth_seq_share=0.3062
syn_avg_cell_area_um2=8.259
ff_type=dfrtp_1
top_area_cell=dfrtp_1
postSynthCellCount=559
netlist_area_um2=4617
synthTopCellsByArea=dfrtp_1, ha_1, nand2_1
yosysWarnings=3
synthArstFlopShare=0.8621
ys_top_cells_by_count=nand2_1, dfrtp_1, nor2_1

[sta]
relSlewSlack=0.4086
hold_viol_final=0
finalClockPeriodUsage=0.8495
worst_slew_pin_slew_ps=884.9
final.setup.tns_ps=0
max_clock_freq_mhz=379.7
worst_hold_slack_ps=369.4
fin_worst_skew_ps=10.47
slew_violations=0
finalWorstPathRequiredPeriod_ps=2634
setup_viol=0
rsz0062_at_grt=false

[pwr]
power_density_nw_per_um2=315.5
ir_worst_vdd_v=0.0001657
p_leak_nw=2.461

[detailed_routing]
diodes=0
ant_nets=0
vias=4264
vias_per_cell=5.930
wl_um=10510
drtIter0Drc=175
drt-pass1-iter-count=17
drc_errors=0
wl_per_cell_um=14.61

[clock_tree]
clk_latency_ps=330
clk_pin_slew_ps=70
clk_path_buf_depth=2
cts_resized=0
cts_tree=done
cts_buffers=9
cts_setup_buffers=0
postCtsHoldBufs=0
numClockSinks=58
root_buffer=clkbuf_8
cts_max_level=3

[place]
place.gp.congestion=0.8889
io_buffers=59
placed_cell_area_um2=5241
hpwlAfterDp_um=7905

[floorplanning]
fp_util=0.5218
core_um2=8848
ioPinCount=61
rows=34
die_h_um=98.09
die-area_um2=9622
die_x_um=98.09

[worst_setup_path]
cp-end-kind=register
crit_fanout=27
path_class=register to register
worst_setup_path_start_kind=register
cp.arrival_ps=2850
critPathRequiredTime_ps=3310

[run]
max_cap_violations=0
tool_warnings=42

[global_route]
grt_pass1_vias=3826
antenna_found_initial=0
grt.total_usage=0.2289
grt_pass1_wl_um=17880
grt.overflow.total=0
grt_max_degree=51

[layout]
drive_above_1_share=0.08838
area_growth_pct=18.27
fin_area_um2=5460

[run_status]
status=complete, no violations

[worst_hold_path]
min_path_type=primary input to asynchronous set/reset pin

cells in the final DEF, fill, tap and decap left out, types with 3 or more instances in the layout:
cell / n
nor4_1: 8
nor2_1: 40
nor2b_1: 14
ha_1: 31
a31oi_1: 9
o22ai_1: 9
mux2i_1: 12
nand2_1: 63
clkbuf_8: 10
dfxtp_1: 8
xor2_1: 4
and3b_1: 4
nand2b_1: 16
dfrtp_1: 48
o211ai_1: 10
and2_1: 6
xnor2_1: 7
a22oi_1: 3
a21oi_1: 14
and3_1: 9
nand3_1: 19
clkdlybuf4s50_1: 58
a211oi_1: 12
buf_4: 7
or2_2: 6
o21ai_0: 35
a32oi_1: 5
a31o_2: 4
nand4_1: 22
mux2_2: 13
nor3_1: 7
inv_1: 33
a211o_1: 3
nand4b_1: 6
a22o_1: 11
registers in the layout, indices dropped and copies added (netlist names), named ones only:
register	flops
mLCD_DATA	7
u0.preStart	1
mLCD_RS	1
mLCD_Start	1
u0.LCD_EN	1
LUT_DATA	8
mLCD_ST	3
u0.ST	2
LUT_INDEX	6
u0.mStart	1
mDLY	18
u0.oDone	1
u0.Cont	5
metrics by stage:
stage          utilization  power, mW  worst slack [ps]  std cells
2_1_floorplan            -     0.8544             953.1        559
3_3_place_gp        0.5923     0.9693             355.0        703
3_5_place_dp        0.5923     0.9749             370.2        703
4_1_cts             0.6171      1.755             488.0        719
5_1_grt             0.6171      1.815             340.8        719
6_report            0.6171      1.723             466.5        719
routing by layer:
| metal | global-route usage | vias up | wire length, µm | share of wire |
|---|---|---|---|---|
| met3 | 0.01744 | 20 | 399 | 0.038 |
| met2 | 0.3667 | 118 | 4888 | 0.47 |
| met1 | 0.3443 | 1985 | 4917 | 0.47 |
| met5 | 0 | - | 0 | 0 |
| met4 | 0.05828 | 0 | 299 | 0.028 |
| li1 | - | 2141 | - | - |
cell type report:
| type | count | area, µm² |
|---|---|---|
| clock buffer | 11 | 141.4 |
| fill | 761 | 3388 |
| sequential | 58 | 1414 |
| inverter | 33 | 123.9 |
| tap | 108 | 135.1 |
| multi-input combinational | 438 | 2930 |
| clock inverter | 5 | 77.57 |
| timing repair buffer | 66 | 638.1 |
where the power goes:
group / internal, mW / switching (mW)
logic: 0.101 / 0.102
registers: 0.755 / 0
clock network: 0.472 / 0.293
worst max-delay path, stage by stage (launching register included):
cell	delay (ps)
dfrtp_1	690
nor4b_2	870
nand2_1	350
nand4_1	220
nor4_1	70
a211o_1	310
cell families after synthesis:
family                     Yosys count  share of synthesized area
other                                1                  0.0008122
muxes                               25                    0.05772
AOI/OAI and AO/OA                  136                     0.2019
DFF                                 58                     0.3062
adders and majority gates           31                    0.08401
xor gates and xnor gates            11                    0.02087
and+or+nand+nor                    234                     0.2694
buffers and inverters               63                    0.05908
worst paths after layout:
| path | from | end | slack, ps | cells past startpoint |
|---|---|---|---|---|
| worst max register to register | LUT_INDEX[4]$_DFFE_PN0P_ | LUT_DATA[5]$_DFF_P_ | 470 | 5 |
| max in group asynchronous | iRST_N | mDLY[12]$_DFFE_PN0P_ | 2290 | 2 |
| worst max-delay path | LUT_INDEX[4]$_DFFE_PN0P_ | LUT_DATA[5]$_DFF_P_ | 470 | 5 |
| worst min-delay path | iRST_N | u0.Cont[1]$_DFFE_PN0P_ | 370 | 2 |
| min in group clk0 | mLCD_Start$_DFFE_PN0P_ | u0.preStart$_DFF_PN0_ | 440 | 0 |
| worst min register to register | mLCD_Start$_DFFE_PN0P_ | u0.preStart$_DFF_PN0_ | 440 | 0 |
Power figures rest on the tool's default switching activity, not on a simulated workload.
